`design/flow/run.sh`:
```
#!/bin/bash
# OpenROAD 26Q1-2900-gdf79404cd8, Yosys 0.63+post, stock flow scripts
make -C /OpenROAD-flow-scripts/flow DESIGN_CONFIG=/design/flow/config.mk WORK_HOME=/design/flow/orfs finish
```
`design/flow/config.mk`:
```
export PLATFORM = sky130hd
export DESIGN_NAME = game_design
export DESIGN_NICKNAME = game_design
export VERILOG_FILES = /design/flow/design.v
export SDC_FILE = /design/flow/constraint.sdc
export NUM_CORES = 4
export LEC_CHECK = 1
export CORE_UTILIZATION = 30
```
`design/flow/constraint.sdc`:
```
current_design game_design

set clk_period 4.9
set clk_io_pct 0.2

create_clock -name clk0 -period $clk_period [get_ports {clk}]

set non_clock_inputs [all_inputs -no_clocks]
set_input_delay [expr $clk_period * $clk_io_pct] -clock clk0 $non_clock_inputs
set_output_delay [expr $clk_period * $clk_io_pct] -clock clk0 [all_outputs]
```
`design/flow/design.v`:
```
`timescale 1ns/1ps
module game_design #(
    parameter AUTO_SPAWN = 1    
)(
    input  wire clk,
    input  wire rst_n,
    input  wire left,
    input  wire right,
    input  wire shoot,
    input  wire        enemy_spawn,
    input  wire [4:0]  enemy_init_x,
    input  wire [3:0]  enemy_init_y,
    output reg  [4:0]  player_x,
    output reg  [3:0]  player_y,
    output reg  [4:0]  bullet_x,
    output reg  [3:0]  bullet_y,
    output reg         bullet_active,
    output reg  [4:0]  enemy0_x,
    output reg  [3:0]  enemy0_y,
    output reg         enemy0_active,
    output reg  [4:0]  enemy1_x,
    output reg  [3:0]  enemy1_y,
    output reg         enemy1_active,
    output reg  [4:0]  enemy2_x,
    output reg  [3:0]  enemy2_y,
    output reg         enemy2_active,
    output reg         hit,
    output reg  [7:0]  hit_count,
    output reg  [7:0]  score
);
    localparam COLS = 20;
    localparam ROWS = 15;
    localparam PLAYER_ROW = ROWS - 1;    
    localparam BULLET_TIMER = 2;
    localparam ENEMY_TIMER  = 3;
    localparam SPAWN_TIMER  = 10;
    reg [3:0] bullet_timer_cnt;
    reg [3:0] enemy0_timer_cnt;
    reg [3:0] enemy1_timer_cnt;
    reg [3:0] enemy2_timer_cnt;
    reg [7:0] spawn_timer_cnt;
    reg [7:0] lfsr;
    integer active_count;
    always @(posedge clk or negedge rst_n) begin
        if (!rst_n) begin
            player_x <= 10;
            player_y <= PLAYER_ROW[3:0];
            bullet_active <= 0;
            bullet_x <= 0;
            bullet_y <= 0;
            bullet_timer_cnt <= 0;
            enemy0_active <= 0; enemy0_x <= 0; enemy0_y <= 0; enemy0_timer_cnt <= 0;
            enemy1_active <= 0; enemy1_x <= 0; enemy1_y <= 0; enemy1_timer_cnt <= 0;
            enemy2_active <= 0; enemy2_x <= 0; enemy2_y <= 0; enemy2_timer_cnt <= 0;
            hit <= 0;
            hit_count <= 0;
            score <= 0;
            spawn_timer_cnt <= 0;
            lfsr <= 8'hA5;
        end
        else begin
            hit <= 0;
            lfsr <= {lfsr[6:0],
                     (lfsr[7] ^ lfsr[5] ^ lfsr[4] ^ lfsr[3])
                    };
            if (left && !right) begin
                if (player_x > 0) player_x <= player_x - 1;
            end
            else if (right && !left) begin
                if (player_x < COLS-1) player_x <= player_x + 1;
            end
            if (shoot && !bullet_active) begin
                bullet_active <= 1'b1;
                bullet_x <= player_x;
                bullet_y <= PLAYER_ROW - 1;
                bullet_timer_cnt <= 0;
            end
            if (enemy_spawn) begin
                if (!enemy0_active) begin
                    enemy0_active <= 1;
                    enemy0_x <= enemy_init_x;
                    enemy0_y <= enemy_init_y;
                    enemy0_timer_cnt <= 0;
                end
                else if (!enemy1_active) begin
                    enemy1_active <= 1;
                    enemy1_x <= enemy_init_x;
                    enemy1_y <= enemy_init_y;
                    enemy1_timer_cnt <= 0;
                end
                else if (!enemy2_active) begin
                    enemy2_active <= 1;
                    enemy2_x <= enemy_init_x;
                    enemy2_y <= enemy_init_y;
                    enemy2_timer_cnt <= 0;
                end
            end
if (AUTO_SPAWN) begin
    spawn_timer_cnt <= spawn_timer_cnt + 1;
    if (spawn_timer_cnt >= SPAWN_TIMER) begin
        spawn_timer_cnt <= 0;
 active_count = 0;
if (enemy0_active) active_count = active_count + 1;
if (enemy1_active) active_count = active_count + 1;
if (enemy2_active) active_count = active_count + 1;
        if (active_count < 2) begin
            if (!enemy0_active) begin
                enemy0_active <= 1;
                enemy0_x <= (lfsr[4:0] & 5'h13);    
                enemy0_y <= 0;
                enemy0_timer_cnt <= 0;
            end
            else if (!enemy1_active) begin
                enemy1_active <= 1;
                enemy1_x <= (lfsr[4:0] & 5'h13);    
                enemy1_y <= 0;
                enemy1_timer_cnt <= 0;
            end
            else if (!enemy2_active) begin
                enemy2_active <= 1;
                enemy2_x <= (lfsr[4:0] & 5'h13);    
                enemy2_y <= 0;
                enemy2_timer_cnt <= 0;
            end
        end
        else begin
            if (lfsr[0] == 1'b1 && !enemy2_active) begin
                enemy2_active <= 1;
                enemy2_x <= (lfsr[4:0] & 5'h13);    
                enemy2_y <= 0;
                enemy2_timer_cnt <= 0;
            end
        end
    end
end
            if (bullet_active) begin
                bullet_timer_cnt <= bullet_timer_cnt + 1;
                if (bullet_timer_cnt >= BULLET_TIMER-1) begin
                    bullet_timer_cnt <= 0;
                    if (bullet_y > 0) bullet_y <= bullet_y - 1;
                    else bullet_active <= 0;
                end
            end
            if (enemy0_active) begin
                enemy0_timer_cnt <= enemy0_timer_cnt + 1;
                if (enemy0_timer_cnt >= ENEMY_TIMER-1) begin
                    enemy0_timer_cnt <= 0;
                    if (enemy0_y < ROWS-1) enemy0_y <= enemy0_y + 1;
                    else enemy0_active <= 0;
                end
            end
            if (enemy1_active) begin
                enemy1_timer_cnt <= enemy1_timer_cnt + 1;
                if (enemy1_timer_cnt >= ENEMY_TIMER-1) begin
                    enemy1_timer_cnt <= 0;
                    if (enemy1_y < ROWS-1) enemy1_y <= enemy1_y + 1;
                    else enemy1_active <= 0;
                end
            end
            if (enemy2_active) begin
                enemy2_timer_cnt <= enemy2_timer_cnt + 1;
                if (enemy2_timer_cnt >= ENEMY_TIMER-1) begin
                    enemy2_timer_cnt <= 0;
                    if (enemy2_y < ROWS-1) enemy2_y <= enemy2_y + 1;
                    else enemy2_active <= 0;
                end
            end
            if (bullet_active) begin
                if (enemy0_active &&
                    bullet_x == enemy0_x &&
                    bullet_y == enemy0_y) begin
                    hit <= 1;
                    bullet_active <= 0;
                    enemy0_active <= 0;
                    score <= score + 1;
                    hit_count <= hit_count + 1;
                end
                else if (enemy1_active &&
                         bullet_x == enemy1_x &&
                         bullet_y == enemy1_y) begin
                    hit <= 1;
                    bullet_active <= 0;
                    enemy1_active <= 0;
                    score <= score + 1;
                    hit_count <= hit_count + 1;
                end
                else if (enemy2_active &&
                         bullet_x == enemy2_x &&
                         bullet_y == enemy2_y) begin
                    hit <= 1;
                    bullet_active <= 0;
                    enemy2_active <= 0;
                    score <= score + 1;
                    hit_count <= hit_count + 1;
                end
            end
        end
    end
endmodule
```
==> impl_results.html <==
<h3>Run summary</h3>
<table>
<tr><th>Metric</th><th>Value</th></tr>
<tr><th colspan="2">Synthesis</th></tr>
<tr><td>Mean instance size in the synthesized netlist</td><td>10.7 um2</td></tr>
<tr><td>Fraction of registers with async set or reset after synthesis</td><td>1.00</td></tr>
<tr><td>Sequential share of the synthesized area</td><td>0.472</td></tr>
<tr><td>Most area-consuming cells after synthesis</td><td>dfrtp_1 (44%), xor2_1 (7.0%), ha_1 (5.8%)</td></tr>
<tr><td>Most area-hungry cell type in the Yosys netlist</td><td>dfrtp_1</td></tr>
<tr><td>Synthesized area</td><td>0.00500 mm2</td></tr>
<tr><td>Flip-flops with a built-in enable</td><td>0</td></tr>
<tr><td>Dominant Register Cell</td><td>dfrtp_1</td></tr>
<tr><td>Chip Area, Yosys</td><td>0.00500 mm2</td></tr>
<tr><td>Number of cell instances after yosys synthesis</td><td>468</td></tr>
<tr><td>Dominant cell area share</td><td>0.440</td></tr>
<tr><td>Post-Synthesis Cells</td><td>468</td></tr>
<tr><td>Seq cells post-synth</td><td>94</td></tr>
<tr><td>Synth cell types</td><td>58</td></tr>
<tr><td>Number of warnings issued by yosys</td><td>1</td></tr>
<tr><th colspan="2">Die</th></tr>
<tr><td>Cell Rows</td><td>46</td></tr>
<tr><td>Die boundary height</td><td>131 um</td></tr>
<tr><td>Floorplan Utilization</td><td>0.312</td></tr>
<tr><td>Die area</td><td>0.0172 mm2</td></tr>
<tr><td>Std-Cell Core Area</td><td>0.0161 mm2</td></tr>
<tr><td>Total I/O pin count</td><td>81</td></tr>
<tr><td>Die Wd</td><td>131 um</td></tr>
<tr><th colspan="2">Flow run</th></tr>
<tr><td>Max Cap Viol</td><td>0</td></tr>
<tr><td>OpenROAD warnings</td><td>32</td></tr>
<tr><th colspan="2">Power</th></tr>
<tr><td>Worst IR Drop VDD</td><td>237 uV</td></tr>
<tr><td>Standby leakage power</td><td>2.72 nW</td></tr>
<tr><td>Power per standard cell area</td><td>584 mW/mm2</td></tr>
<tr><th colspan="2">CTS</th></tr>
<tr><td>TritonCTS Buffers</td><td>9</td></tr>
<tr><td>Clock tree from TritonCTS</td><td>built</td></tr>
<tr><td>Buffer type at the clock tree root</td><td>clkbuf_16</td></tr>
<tr><td>Clock Pin Slew Worst Setup and Hold Paths</td><td>0.07 ns</td></tr>
<tr><td>Hold-fix buffers at CTS</td><td>0</td></tr>
<tr><td>Insertion Delay late pin</td><td>0.35 ns</td></tr>
<tr><td>Maximum level of the CTS H-tree</td><td>3</td></tr>
<tr><td>Number of buffers added for setup after CTS</td><td>0</td></tr>
<tr><td>Number of gates given a new drive strength after cts</td><td>0</td></tr>
<tr><td>Clock Tree Buf Depth</td><td>2</td></tr>
<tr><td>Clock net sink count</td><td>94</td></tr>
<tr><th colspan="2">Cells and area</th></tr>
<tr><td>Share of final-layout standard cells stronger than drive strength 1</td><td>0.0987</td></tr>
<tr><td>Final Core Density</td><td>0.388</td></tr>
<tr><td>Non-filler instance count after layout</td><td>763</td></tr>
<tr><td>Area delta synth-&gt;final</td><td>24.5%</td></tr>
<tr><th colspan="2">Setup path</th></tr>
<tr><td>Category of the worst setup path launch point</td><td>flop</td></tr>
<tr><td>Crit path max fanout</td><td>16</td></tr>
<tr><td>Critical path data required time</td><td>5.12 ns</td></tr>
<tr><td>Capturing element type of the critical path</td><td>flop</td></tr>
<tr><td>WS Path Type</td><td>reg -&gt; reg</td></tr>
<tr><td>CP Data Arrival Time</td><td>3.05 ns</td></tr>
<tr><th colspan="2">GRT</th></tr>
<tr><td>Leftover overflow at the end of global routing</td><td>0</td></tr>
<tr><td>Number of global-route vias before repair</td><td>3680</td></tr>
<tr><td>Met2 Use GR</td><td>0.224</td></tr>
<tr><td>Maximum number of pins on one net before global-route repair</td><td>56</td></tr>
<tr><td>Antenna violations before repair</td><td>0</td></tr>
<tr><td>Most used routing layer in global routing</td><td>met1</td></tr>
<tr><td>Grt met3 use</td><td>0.0338</td></tr>
<tr><td>Global routing usage summed across all routing layers</td><td>0.149</td></tr>
<tr><td>First-pass GRT wire length</td><td>20.0 mm</td></tr>
<tr><td>Met1 track utilization from global routing</td><td>0.235</td></tr>
<tr><th colspan="2">Final timing</th></tr>
<tr><td>Total Negative Setup Slacks</td><td>0 ns</td></tr>
<tr><td>Transition time at the pin with the least slew margin</td><td>0.874 ns</td></tr>
<tr><td>Headroom to the max-slew limit</td><td>0.416</td></tr>
<tr><td>Portion of the clock cycle consumed by the worst path in the final layout</td><td>0.578</td></tr>
<tr><td>Total setup violations reported at the end of the flow</td><td>0</td></tr>
<tr><td>Count of endpoints failing hold in the final timing report</td><td>0</td></tr>
<tr><td>Skew final</td><td>0.0116 ns</td></tr>
<tr><td>Final Slew Violations</td><td>0</td></tr>
<tr><td>Fin crit period</td><td>2.83 ns</td></tr>
<tr><td>Unrepaired setup endpoints after global routing</td><td>no</td></tr>
<tr><td>Highest Clock Rate</td><td>353 MHz</td></tr>
<tr><th colspan="2">Drt</th></tr>
<tr><td>Via count</td><td>3678</td></tr>
<tr><td>TritonRoute pass-1 iters</td><td>5</td></tr>
<tr><td>Routed wire per std cell</td><td>15.9 um</td></tr>
<tr><td>Number of antenna repair diodes</td><td>0</td></tr>
<tr><td>Number of design-rule violations left by the first detailed-router iteration</td><td>110</td></tr>
<tr><td>Overall routed net length</td><td>12.1 mm</td></tr>
<tr><td>Final antenna-violating net count</td><td>0</td></tr>
<tr><td>Via count normalized by instance count</td><td>4.82</td></tr>
<tr><td>DRC violation count after routing</td><td>0</td></tr>
<tr><th colspan="2">Place</th></tr>
<tr><td>Number of cells in the design after placement</td><td>747</td></tr>
<tr><td>Detailed Place HPWL</td><td>8.84 mm</td></tr>
<tr><td>Count of port buffers added during placement</td><td>76</td></tr>
<tr><td>Global placer's final weighted congestion</td><td>0.861</td></tr>
<tr><th colspan="2">Worst hold path</th></tr>
<tr><td>Class of the tightest hold or removal check</td><td>reg -&gt; reg</td></tr>
<tr><th colspan="2">Status</th></tr>
<tr><td>Result of the run</td><td>completed</td></tr>
</table>
per-stage QoR:
stage	area [um2]	hold WS, ns	power [mW]	worst slack (ns)
3_5_place_dp	5930	0.343	2.95	1.88
3_3_place_gp	5930	0.334	2.92	1.96
2_1_floorplan	5020	0.333	2.28	2.46
4_1_cts	6230	0.359	3.68	2.07
5_1_grt	6230	0.363	3.93	1.79
6_report	6230	0.354	3.64	2.07
flip-flops by register name, indices dropped and copies added, names as in the netlist, 8 cells and up:
| signal | flops |
|---|---|
| spawn_timer_cnt | 8 |
| score | 8 |
| lfsr | 8 |
| hit_count | 8 |
path summary, 6_finish.rpt:
| check | to | start | cells past startpoint | slack, ns |
|---|---|---|---|---|
| min | lfsr[7] | lfsr[6] | 0 | 0.35 |
| max reg2reg | enemy1_y[2] | enemy0_active | 7 | 2.07 |
| min reg2reg | lfsr[7] | lfsr[6] | 0 | 0.35 |
| min in group asynchronous | hit_count[5] | rst_n | 1 | 0.60 |
| max in group asynchronous | enemy0_timer_cnt[0] | rst_n | 2 | 3.18 |
| max | enemy1_y[2] | enemy0_active | 7 | 2.07 |
routing by layer:
metal,vias up,part of all wire
met3,7,0.060
met1,1775,0.49
met4,0,0.0084
met5,-,0
li1,1792,-
met2,104,0.44
kinds of logic (layout without fill, tap and decap cells):
family	count (synthesis)	in the layout	synth area share
and+or+nand+nor	151	151	0.166
muxes	20	20	0.0420
xor gates and xnor gates	51	51	0.0893
adders and majority gates	24	24	0.0615
buffers and inverters	42	115	0.0428
AOI/OAI and AO/OA	84	84	0.126
other	2	8	0.00150
DFF	94	94	0.472
synthesized netlist by cell type (all sizes together), types with 2 or more instances:
cell type and instances:
xnor2 11, nand2 46, a31oi 13, a211oi 4, and2 5, a32o 6
nor2b 8, ha 23, o21ai 23, and3 4, dfrtp 88, mux2i 12
xor2 40, nand4 5, nand3b 3, clkbuf 5, o41ai 2, mux2 8
a311oi 8, o31ai 3, dfstp 6, nand3 21, buf 15, a221oi 2
nor3 7, a21oi 10, o2bb2ai 2, conb 2, nor2 26, or2 2
inv 22, nor4 13, a21o 4, nand2b 7
worst max-delay path: stages, from the launching register on:
cell,delay [ns]
dfrtp_1,0.67
inv_2,0.16
ha_1,0.31
nand2b_1,0.17
a221oi_2,0.53
nand3_1,0.43
a31oi_1,0.31
o21ai_0,0.12
report_power, final:
group          internal (mW)  switching (mW)  leakage [nW]
combinational          0.829           0.676          1.42
sequential              1.02           0.408          1.17
clock                  0.411           0.293         0.140
total                   2.26            1.38          2.72
layout by cell type (no fill, tap or decap), types with 3 or more instances in the layout:
cell type	netlist	layout
conb_1	2	8
a21o_1	4	4
a32o_1	6	6
a211oi_1	4	4
ha_1	23	23
inv_1	20	20
nor4_2	5	5
clkbuf_16	0	9
nor3_1	7	7
xnor2_1	11	11
dfstp_2	6	6
nand2b_1	7	7
nand2_1	46	46
nor2_1	26	26
mux2i_1	12	12
clkbuf_1	5	3
o21ai_0	21	21
nand3_1	19	19
mux2_2	8	8
a21oi_1	9	9
and2_1	5	5
nor4_1	6	6
nand3b_1	3	3
a311oi_2	6	6
and3_1	4	4
clkdlybuf4s50_1	0	75
nor2b_1	8	8
xor2_1	40	40
dfrtp_1	88	88
a31oi_1	13	13
nand4_1	4	4
cell type report:
type                       count  area, um2
multi-input combinational    338       2450
fill                        1517       9830
sequential                    94       2360
timing repair buffer          77        766
inverter                      22       82.6
tap                          216        270
clock buffer                  13        250
clock inverter                 3       46.3
Power is estimated from default activity; no workload was simulated.
